**flow/design.v**
```verilog
`timescale 1ns / 1ps
module LFSR
  (
   input i_Clk,
   input i_Enable,
   input i_Seed_DV,
   input [NUM_BITS-1:0] i_Seed_Data,
   output [NUM_BITS-1:0] o_LFSR_Data,
   output o_LFSR_Done
   );
  parameter NUM_BITS=128;
  reg [NUM_BITS:1] r_LFSR = 0;
  reg              r_XNOR;
  always @(posedge i_Clk)
    begin
      if (i_Enable == 1'b1)
        begin
          if (i_Seed_DV == 1'b1)
            r_LFSR <= i_Seed_Data;
          else
            r_LFSR <= {r_LFSR[NUM_BITS-1:1], r_XNOR};
        end
    end
  always @(*)
    begin
        r_XNOR =  r_LFSR[100] ^~ r_LFSR[95] ^~ r_LFSR[50] ^~ r_LFSR[13] ^~ r_LFSR[10]^~ r_LFSR[5]^~ r_LFSR[3]^~ r_LFSR[1];
       end  
  assign o_LFSR_Data = r_LFSR[NUM_BITS:1];
  assign o_LFSR_Done = (r_LFSR[NUM_BITS:1] == i_Seed_Data) ? 1'b1 : 1'b0;
endmodule  
```
**flow/run.sh**
```bash
#!/bin/bash
# OpenROAD 26Q1-2900-gdf79404cd8, Yosys 0.63+post, stock flow scripts
make -C /OpenROAD-flow-scripts/flow DESIGN_CONFIG=/design/flow/config.mk WORK_HOME=/design/flow/orfs finish
```
**flow/constraint.sdc**
```tcl
current_design LFSR

set clk_period 2.7
set clk_io_pct 0.2

create_clock -name clk0 -period $clk_period [get_ports {i_Clk}]

set non_clock_inputs [all_inputs -no_clocks]
set_input_delay [expr $clk_period * $clk_io_pct] -clock clk0 $non_clock_inputs
set_output_delay [expr $clk_period * $clk_io_pct] -clock clk0 [all_outputs]
```
**flow/config.mk**
```make
export PLATFORM = sky130hd
export DESIGN_NAME = LFSR
export DESIGN_NICKNAME = LFSR
export VERILOG_FILES = /design/flow/design.v
export SDC_FILE = /design/flow/constraint.sdc
export NUM_CORES = 4
export LEC_CHECK = 1
export CORE_UTILIZATION = 40
```
==> results.json <==
{
  "timing.final.crit_share_pct": 102,
  "layout.area.comb_um2": 3200,
  "via_per_inst": 4.92,
  "worstMarginPinSlew_ns": 0.499,
  "hold_buffers": 0,
  "grt_pass1_wl_um": 32100,
  "top_area_share_pct": 56.4,
  "biggestRegsByFlops": "r_LFSR (128)",
  "crit_path_top_delay_cell": "clkdlybuf4s50_1",
  "rsz0062_at_grt": "yes",
  "maxSlewHeadroom_pct": 66.7,
  "antenna_found_initial": 1,
  "track_usage_pct": 26.4,
  "wl_per_cell_um": 20.9,
  "globalplace.congestion": 0.917,
  "final_layout_size_suffix_gt1_share_pct": 33.8,
  "finalPower_mw": 6.04,
  "overflow": 0,
  "io_buffers": 259,
  "htreeDepth": 4,
  "hold_viol_final": 0,
  "arrival_ns": 2.21,
  "critPathKind": "primary input to output pin",
  "clk_pin_slew_worst_paths_ns": 0.06,
  "synthCells": 457,
  "required_ns": 2.16,
  "tns_ns": -0.0452,
  "num_vias": 5065,
  "ant_nets": 0,
  "hold_path.class": "primary input to flop",
  "setup_ws_ns": -0.0452,
  "top_area_cell": "edfxtp_1",
  "cp-start-kind": "primary input",
  "layout_top_cell": "clkdlybuf4s50_1",
  "regArea_um2": 3840,
  "netlist_top_cells_area": "edfxtp_1 56%, mux2_2 21%, xnor2_1 13%",
  "first_pass_iters": 4,
  "avgSynthCellArea_um2": 14.9,
  "cp_top_family": "simple AND/OR/NAND/NOR gates",
  "grt_pass1_vias": 5299,
  "ys_seq_elements": 128,
  "crit_buf_inv": 2,
  "ys_cells": 457,
  "synth_cell_types": 17,
  "die_x_um": 133,
  "stdcell_area_um2": 11100,
  "power.density_nw_per_um2": 545,
  "regMostFlops": "r_LFSR",
  "p_leak_nw": 4.14,
  "cts_tree": "done",
  "critical_path.cell_chain": "clkdlybuf4s50_1 > xor2_1 > nor4_1 > and4_1 > nand4_1 > nor4_2 > buf_2",
  "crit_path_max_fanout": 2,
  "ir_worst_vdd_v": 0.000430,
  "max_freq_ghz": 0.364,
  "drv_slew": 0,
  "fp.dieH_um": 133,
  "warning_count": 28,
  "ys_chip_area_um2": 6820,
  "ys_seq_share_pct": 56.4,
  "drt_iter0_drc": 239,
  "dpl_cell_area_um2": 10200,
  "largest_reg_flops": 128,
  "die-area_um2": 17600,
  "maxCapViolCount": 0,
  "yosysWarnings": 1,
  "row_count": 47,
  "status": "finished, violations left",
  "slowest_delay_ns": 0.44,
  "cts_num_sinks": 128,
  "initial_core_util_pct": 41.0,
  "syn_area_um2": 6820,
  "setup_viol": 1,
  "regToRegSetupSlack_ns": 1.20,
  "finalCriticalPeriod_ns": 2.75,
  "drc": 0,
  "final_cell_mix": "208 x clkdlybuf4s50_1, 128 x edfxtp_1, 125 x mux2_2",
  "drt-total-wl_um": 21500,
  "numCtsBuffers": 17,
  "grt_max_degree": 56,
  "violations": "setup timing",
  "ios": 260,
  "core_area_um2": 16600,
  "fill_cells": 1237,
  "clkLatencyLatePin_ns": 0.41,
  "clockBufferDepth": 2,
  "skew_ns": 0.00617,
  "syn2layout_area_growth_pct": 62.4,
  "root_buffer": "clkbuf_16",
  "place_hpwl_um": 16500,
  "critPathCaptureType": "output pin"
}
## final cells by class
type | instances | area share (%)
Tap cell | 220 | 2.49
Multi-Input combinational cell | 310 | 28.9
Clock buffer | 18 | 3.88
Clock inverter | 14 | 1.33
Inverter | 4 | 0.136
Sequential cell | 128 | 34.7
Timing Repair Buffer | 334 | 28.6
Antenna cell | 1 | 0.0226
## worst reg2reg max path, stage by stage (launching register included)
cell and delay (ns):
edfxtp_1 0.43, buf_4 0.18, xor2_1 0.14, xnor2_1 0.24, xnor2_1 0.15, o21ai_0 0.09
## per-stage QoR
stage,util [%],cells,hold WS [ns],worst slack (ns)
CTS,65.6,1026,0.580,-0.0251
global placement,61.1,991,0.613,-0.693
detailed placement,61.1,991,0.615,-0.663
global route,66.5,1029,0.510,-0.127
finish,66.5,1029,0.506,-0.0452
floorplan,-,457,0.571,0.854
## what timing repair did
item                                    4_1_cts  5_1_grt
pin swaps                                    28       19
gates cloned                                  0        0
gates resized                                68       25
endpoints found under the setup margin        1        1
setup buffers                                 3        2
## kinds of logic (layout without fill, tap and decap cells)
kind of cell / Yosys count / after routing / synth area share, %
AOI/OAI and AO/OA: 7 / 7 / 0.624
xor gates and xnor gates: 131 / 131 / 16.8
buffers and inverters: 19 / 370 / 1.30
DFF: 128 / 128 / 56.4
muxes: 125 / 125 / 20.6
other: 0 / 1 / 0
and+or+nand+nor: 47 / 47 / 4.24
## where the power goes
| group | switching [mW] | internal (mW) |
|---|---|---|
| combinational | 0.442 | 0.803 |
| sequential | 0.135 | 2.38 |
| clock | 0.844 | 1.43 |
## worst paths after layout
path                         from     endpoint  cells after the start
setup / recovery   i_Seed_Data[8]  o_LFSR_Done                      7
hold / removal    i_Seed_Data[95]   r_LFSR[96]                      2
setup reg to reg        r_LFSR[1]    r_LFSR[1]                      5
hold reg to reg        r_LFSR[21]   r_LFSR[22]                      1
## per-layer routing
metal,track usage [%],routed length [um],vias up
met1,41.8,9400,2454
met5,0,0,-
met2,41.0,10400,192
met4,2.36,169,0
met3,6.91,1580,11
li1,-,-,2408
## synth_stat cells
library cell	n
a22oi_1	2
and4_1	1
buf_2	14
clkbuf_1	1
edfxtp_1	128
inv_1	4
mux2_2	125
nand2_1	4
nand3_1	1
nand4_1	26
nor2_1	1
nor4_1	13
nor4_2	1
o21ai_0	3
o22ai_1	2
xnor2_1	102
xor2_1	29
No activity file was given, so power comes from the tool's default toggle rates.
